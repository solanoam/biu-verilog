### flow/run.sh
#!/bin/bash
# OpenROAD 26Q1-2900-gdf79404cd8, Yosys 0.63+post, stock flow scripts
make -C /OpenROAD-flow-scripts/flow DESIGN_CONFIG=/design/flow/config.mk WORK_HOME=/design/flow/orfs finish
### flow/config.mk
export PLATFORM = sky130hd
export DESIGN_NAME = MixColumns
export DESIGN_NICKNAME = MixColumns
export VERILOG_FILES = /design/flow/design.v
export SDC_FILE = /design/flow/constraint.sdc
export NUM_CORES = 4
export LEC_CHECK = 1
export CORE_UTILIZATION = 50
### flow/constraint.sdc
current_design MixColumns

set clk_period 2.5
set clk_io_pct 0.2

create_clock -name clk0 -period $clk_period

set non_clock_inputs [all_inputs -no_clocks]
set_input_delay [expr $clk_period * $clk_io_pct] -clock clk0 $non_clock_inputs
set_output_delay [expr $clk_period * $clk_io_pct] -clock clk0 [all_outputs]
### flow/design.v
module Set_Columns # ( parameter BYTE = 8 , parameter WORD = 32 , parameter SENTENCE = 128 )
( input [ WORD-1 : 0 ] in, output [ WORD-1 : 0 ] Out ) ;
wire [ BYTE-1 : 0 ] B1 , B2 , B3 , B4 ;
wire [ BYTE-1 : 0 ] Bmult1 , Bmult2 , Bmult3 , Bmult4 ;
wire [ BYTE-1 : 0 ] Bmult1_3 , Bmult2_3 , Bmult3_3 , Bmult4_3 ;
wire [ BYTE-1 : 0 ] Out_B1 , Out_B2 , Out_B3 , Out_B4 ;
assign { B4 , B3 , B2 , B1 } = in ;  
Xmult a1 ( B1 , Bmult1 ) ;
Xmult3 a1_3 ( B1 , Bmult1_3 ) ;
Xmult a2 ( B2 , Bmult2 ) ;
Xmult3 a2_3 ( B2 , Bmult2_3 ) ;
Xmult a3 ( B3 , Bmult3 ) ;
Xmult3 a3_3 ( B3 , Bmult3_3 ) ;
Xmult a4 ( B4 , Bmult4 ) ;
Xmult3 a4_3 ( B4 , Bmult4_3 ) ;
assign Out_B4 = Bmult4 ^ Bmult3_3 ^ B2 ^ B1 ;  
assign Out_B3 = B4 ^ Bmult3 ^ Bmult2_3 ^ B1 ;  
assign Out_B2 = B4 ^ B3 ^ Bmult2 ^ Bmult1_3 ;  
assign Out_B1 = Bmult4_3 ^ B3 ^ B2 ^ Bmult1 ;  
assign Out = { Out_B4 , Out_B3 , Out_B2 , Out_B1 } ;  
endmodule
module MixColumns # (parameter BYTE = 8 , parameter WORD = 32 , parameter SENTENCE = 128 )
( input [ SENTENCE-1 : 0 ] in , output [ SENTENCE-1 : 0 ] out ) ;
wire [ WORD-1 : 0 ] W0 , W1 , W2 , W3 ;
wire [ WORD-1 : 0 ] WA0 , WA1 , WA2 , WA3 ;
assign { W3 , W2 , W1 , W0 } = in ;  
	Set_Columns set0 ( W0 , WA0 ) ;  
	Set_Columns set1 ( W1 , WA1 ) ;  
	Set_Columns set2 ( W2 , WA2 ) ;  
	Set_Columns set3 ( W3 , WA3 ) ;  
assign out = { WA3 , WA2 , WA1 , WA0 } ;  
endmodule
module Xmult #(parameter BYTE=8, parameter WORD=32, parameter SENTENCE=128) (Input_Byte, Output_Byte); 
input [BYTE-1:0] Input_Byte;
output wire [BYTE-1:0] Output_Byte;
assign Output_Byte = (!Input_Byte[BYTE-1]) ? {Input_Byte[BYTE-2:0],1'b0} : {Input_Byte[BYTE-2:0],1'b0} ^ 8'h1B;
endmodule
module Xmult3 # ( parameter BYTE = 8 , parameter WORD = 32 , parameter SENTENCE = 128 )
( input [ BYTE-1 : 0 ] in, output [ BYTE-1 : 0 ] out ) ;
wire [ BYTE-1 : 0 ] out_xmult ;
Xmult mult_by_2 ( in , out_xmult ) ;  
assign out = out_xmult ^ in ;  
endmodule
==> reports/results.txt <==
Main logic family -> XOR/XNOR gates
most instantiated library cell after synthesis -> xnor3_1
post-synthesis cell count -> 316
Post-synth top cells -> xnor3_1 (127), xnor2_1 (69), xor2_1 (46), xor3_1 (41), xnor2_2 (13)
dpl hpwl -> 13,500 um
Yosys top cell area share -> 54.9%
Mapped Area -> 0.00521 mm2
synthesis area per yosys -> 0.00521 mm2
Yosys warnings -> 0
leading post-synthesis cells by cell area -> xnor3_1 (55%), xor3_1 (19%), xnor2_1 (12%)
fp_density -> 52.3%
sequential fraction of the synthesis area -> 0%
cell type with the largest total area -> xnor3_1
xor and xnor area share after synthesis -> 98.1%
height of the die -> 104 um
status -> aborted with a tool error
GP Congestion -> 0.926
pre-CTS worst setup slack -> -0.397 ns
yosys simple share -> 0%
Inst Count DP -> 830
Post-CTS Resized -> 261
Hold Buf Count CTS -> 0
Run Error -> [ERROR DPL-0036] Detailed placement failed.
Halt Stage -> 4_1_cts
Cell variety after synth -> 11
die width -> 104 um
# Post-CTS Setup Buffers -> 21
num rows -> 36
Mean Syn Cell Area -> 16.5 um2
mux frac, synth -> 0%
yosys aoi share -> 0%
io pins -> 256
cell count in the Yosys report -> 316
buffers added on ports -> 256
adder share -> 0%
==> per-stage QoR <==
step / cell area (um2) / total power [mW] / TNS [ns] / hold WS [ns]
after detailed placement: 8920 / 3.25 / -27.56 / 2.19
after global placement: 8920 / 3.19 / -23.69 / 2.17
after floorplan: 5210 / 1.32 / 0 / 1.13
==> kinds of logic after synthesis <==
family                 Yosys count
XOR/XNOR                       298
buffers and inverters           18
No activity file was given, so power comes from the tool's default toggle rates.
