$ cat flow/design.v
module Mux_3to1 # ( parameter BYTE = 8 , parameter WORD = 32, parameter SENTENCE = 128 )
(input [ 3 : 0 ] Round_Number , input [ SENTENCE-1 : 0 ] in , input [ SENTENCE-1 : 0 ] in_shift ,  input [ SENTENCE-1 : 0 ] in_zero , output reg [ SENTENCE-1 : 0 ] out ) ;
always @ ( Round_Number or in_shift or in_zero or in ) begin
	case ( Round_Number )
		4'd 0: out = in_zero ;
		4'd 01: out = in ;
		4'd 02: out = in ;
		4'd 03: out = in ;
		4'd 04: out = in ;
		4'd 05: out = in ;
		4'd 06: out = in ;
		4'd 07: out = in ;
		4'd 08: out = in ;
		4'd 09: out = in ;
		4'd 10: out = in_shift ;
		default : out = 128'b0 ;
	endcase
end
endmodule
$ cat flow/run.sh
#!/bin/bash
# OpenROAD 26Q1-2900-gdf79404cd8, Yosys 0.63+post, stock flow scripts
make -C /OpenROAD-flow-scripts/flow DESIGN_CONFIG=/design/flow/config.mk WORK_HOME=/design/flow/orfs finish
$ cat flow/config.mk
export PLATFORM = sky130hd
export DESIGN_NAME = Mux_3to1
export DESIGN_NICKNAME = Mux_3to1
export VERILOG_FILES = /design/flow/design.v
export SDC_FILE = /design/flow/constraint.sdc
export NUM_CORES = 4
export LEC_CHECK = 1
export CORE_AREA = 10 10 204 204
export DIE_AREA = 0 0 214 214
$ cat flow/constraint.sdc
current_design Mux_3to1

set clk_period 33.9
set clk_io_pct 0.2

create_clock -name clk0 -period $clk_period

set non_clock_inputs [all_inputs -no_clocks]
set_input_delay [expr $clk_period * $clk_io_pct] -clock clk0 $non_clock_inputs
set_output_delay [expr $clk_period * $clk_io_pct] -clock clk0 [all_outputs]
==> run notes <==
fresh numbers from the pnr run: status=completed, vias in the first global route=around 5200, chip height=roughly 210 um, maximum fanout along the worst path=approximately 67, Comb pwr share=~100%, remaining routing DRC violations=0, synthesized area=about 2400 sq um, Max-Cap Viols=0, top area contributor share=approximately 40%, routability congestion estimate=a little under 1, initial antenna violation count=5, Hold WC Path Type=input pin to output pin, total tool warning count=32, top post-synthesis cells by area=a22oi_1 (40%), inv_1 (20%), o21ai_0 (18%), Flop pwr share=0%, PwrDens=about 11 nW/um^2, post-route cell area=7985 sq um, chip area in the Yosys report=roughly 2400 sq um, Mean Syn Cell Area=around 5.6 sq um, Post-DRT Antenna Nets=0, DR vias/cell=3.474, Critical Path AT=just under 10 ns, WHS Path Cells=4, Pwr Total=approximately 90 uW, Placement Cell Area=7980 sq um, Pint=about 66 uW, critical path launch point type=input pin, Netlist cell types=10, initial drt markers=roughly 370, Initial Utilization=approximately 6.4%, clkbuf count=0, global-route wire length before repair=34040 um, Worst Min Path Start=in[114], hold_buf cts=0, final wirelength=23830 um, worst IR drop on VDD=between 0.006 and 0.007 mV, Vias=~4900, fin crit period=approximately 17 ns, Tcrit/Tclk final=around 49%, RSZ-0062 raised after global routing=false, core box area=37400 sq um, Crit. End Element=output pin, drt first pass iters=5, synth warn=1, Resized cells post-CTS=0, FMAX=about 60 MHz, Worst EP required=27.12 ns, Remaining Overflow, GRT=0, Synth area leader=a22oi_1, Leakage=between 3 and 4 nW, register share after synthesis=0%, count of final hold-check violations=0, Setup Buffers After CTS=0, Worst Tran Pin Value=around 0.8 ns, ys cells=roughly 430, share of post-route cells with drive strength above 1=less than 1%, average routed wire per standard cell=approximately 17 um, gate count after technology mapping=430, Rows=approximately 71, IO Count=516, count of final setup violators=0, TNS Setup=0 ns, Port-buffer cells=516, switching share of total power=26.62%, sw power=between 20 and 25 uW, Final Max Tran Viols=0, Register Area=0 sq um, largest net degree at the start of global routing=approximately 68, Crit Path Category=input pin to output pin, Chip Area=between 40000 and 50000 sq um, clock share of power=0%, HPWL after DPL=slightly above 20000 um, Seq cells=0, WHS Endpoint=out[114], die width=214 um, area grow syn2layout=231.9%, slew margin rel.=roughly 46%, gr usage total=about 9.6%
cells in the final DEF, fill, tap and decap left out:
master,synthesis,layout
inv_1,128,128
o21ai_0,88,88
and4bb_4,0,1
diode_2,0,2
nand2b_4,0,1
clkdlybuf4s50_1,0,516
o21ai_1,41,41
nor4_4,0,1
buf_4,6,5
a22oi_1,128,128
cell usage after synthesis:
cell type	count
nor4_2	1
a22oi_1	128
and4bb_2	1
buf_6	10
buf_2	26
inv_1	128
o21ai_0	88
nand2b_1	1
o21ai_1	41
buf_4	6
cell type report:
class,instances,area [sq um]
well taps,511,639.4
multi-input cells,260,1658
repair buffers,521,5202
inverters,128,480.5
fillers,4106,29410
diodes,2,5.005
critical path: stages:
cell and delay [ns]:
clkdlybuf4s50_1 0.52, nor4_4 0.47, nand2b_4 0.65, buf_4 0.67, o21ai_0 0.23, clkdlybuf4s50_1 0.48
stage by stage:
step | worst slack (ns) | hold WS (ns) | utilization (%) | instances
after floorplan | 19.53 | 13.63 | - | 430
after global placement | 17.13 | 14.47 | 21.34 | 1420
after detailed placement | 17.20 | 14.47 | 21.34 | 1420
after CTS | 17.19 | 14.47 | 21.34 | 1420
after global routing | 17.08 | 14.49 | 21.34 | 1420
final | 17.27 | 14.47 | 21.35 | 1422
routing by layer:
metal	up-vias	GRT usage, %	part of all wire, %
met1	2116	11.39	39
li1	2473	-	-
met3	14	3.403	11
met2	335	16.84	48
met5	-	0	0.055
met4	2	0.9998	1.1
power groups by stage:
stage | Combinational [mW] | Clock, mW | Sequential, mW
4_1_cts | 0.0915 | 0 | 0
6_report | 0.0901 | 0.00000000814 | 0
5_1_grt | 0.0969 | 0 | 0
worst max path at each step:
stage	from	endpoint	slack, ns	cells past startpoint
finish	Round_Number[0]	out[124]	17.27	6
global route	Round_Number[0]	out[124]	17.08	6
CTS	Round_Number[0]	out[124]	17.19	6
cell families after synthesis:
family | synth area share, %
compound gates | 66.77
buf+inv | 31.93
simple gates | 1.300
Power and IR drop assume default switching activity.
