==> design.v <==
`timescale 1ns / 1ps
module SRAM(din, addr, wr, en, clk, dout);
    input [31:0]din;
    input [4:0]addr;
    input wr, en, clk;
	output [31:0]dout;
    reg [31:0] mem [0:31];
    parameter blank = 32'b0;
    integer i;
    initial begin
        for (i = 0; i < 32; i=i+1) begin
            mem[i] = 0;
        end
    end
    assign dout = en ? mem[addr]:blank;
    always @ (posedge clk) begin
        if (wr) begin
            mem[addr] = din;
        end
    end
endmodule  
module SRAM_TB ();
    wire [31:0]dout;
    reg [31:0]din;
    reg [4:0]addr;
    reg clk;
    reg wr, en;
    always #1 clk = !clk;
    SRAM SRAM_TEST (.din(din), .addr(addr), .wr(wr), .en(en), .clk(clk), .dout(dout));
    initial begin 
        $monitor($time,"clk=%b, din=%b, addr=%b, wr=%b, en=%b, dout=%b", clk, din, addr, wr, en, dout);
        $dumpfile("test.vcd");
        $dumpvars(0, SRAM_TB);
        #2 din = 32'd100; addr = 5'b1; wr = 1'b1; en = 1'b0; clk = 1'b0;
        #3 din = 32'd0; addr = 5'b1; wr = 1'b0; en = 1'b1; clk = 1'b0;
    end 
endmodule
==> run.sh <==
#!/bin/bash
# OpenROAD 26Q1-2900-gdf79404cd8, Yosys 0.63+post, stock flow scripts
make -C /OpenROAD-flow-scripts/flow DESIGN_CONFIG=/design/flow/config.mk WORK_HOME=/design/flow/orfs finish
==> config.mk <==
export PLATFORM = sky130hd
export DESIGN_NAME = SRAM
export DESIGN_NICKNAME = SRAM
export VERILOG_FILES = /design/flow/design.v
export SDC_FILE = /design/flow/constraint.sdc
export NUM_CORES = 4
export LEC_CHECK = 1
export CORE_UTILIZATION = 30
==> constraint.sdc <==
current_design SRAM

set clk_period 4.7
set clk_io_pct 0.2

create_clock -name clk0 -period $clk_period [get_ports {clk}]

set non_clock_inputs [all_inputs -no_clocks]
set_input_delay [expr $clk_period * $clk_io_pct] -clock clk0 $non_clock_inputs
set_output_delay [expr $clk_period * $clk_io_pct] -clock clk0 [all_outputs]
==> results.sh <==
# flow metrics
export IMPL_drtPass1Iterations=5
export IMPL_place_congestion=0.859
export IMPL_startpoint="addr[0]"
export IMPL_hold_path_class="in2reg"
export IMPL_ff_type="edfxtp_1"
export IMPL_rsz0062_at_grt="false"
export IMPL_synth_cell_types=22
export IMPL_grt_pass1_wl_mm=142
export IMPL_powerDensity_nw_per_um2=404
export IMPL_fp_util=0.303
export IMPL_cp_end_kind="output pin"
export IMPL_p_leak_uw=0.0160
export IMPL_h_tree_depth=3
export IMPL_ys_area_sq_um=39200
export IMPL_syn_avg_cell_area_sq_um=18.9
export IMPL_cts_root_buffer="clkbuf_16"
export IMPL_p_clk_frac=0.416
export IMPL_max_freq_mhz=216
export IMPL_cts_buffer_depth=3
export IMPL_ys_warnings_count=1
export IMPL_cts_sinks=1024
export IMPL_grtUsageTotal=0.158
export IMPL_critPathKind="in2out"
export IMPL_core_sq_um=129000
export IMPL_period_minus_slack_ns=4.63
export IMPL_ys_async_sr_fraction=0
export IMPL_crit_slowest_cell="or4b_4"
export IMPL_maxCapViolCount=0
export IMPL_die_h_um=363
export IMPL_max_stage_delay_ns=0.57
export IMPL_edf_count=1024
export IMPL_syn_inst=2078
export IMPL_lay_top_cells="1024 x edfxtp_1, 512 x mux2i_1, 247 x o22ai_1, 151 x buf_4, 106 x clkbuf_16"
export IMPL_cts_tree="yes"
export IMPL_synth_flops=1024
export IMPL_path_delay_family="buffers and inverters"
export IMPL_endpoint="dout[28]"
export IMPL_tns_ns=0
export IMPL_min_period_over_period=0.985
export IMPL_syn_cell_area_sq_um=39200
export IMPL_largest_reg_flops=1024
export IMPL_antenna_found_initial=2
export IMPL_critPathBufInv=6
export IMPL_dp_hpwl_mm=58.7
export IMPL_final_max_slew_violation_count=0
export IMPL_grt_pass1_vias=21800
export IMPL_worst_slew_pin_slew_ns=0.902
export IMPL_ir_worst_vdd_v=0.000318
export IMPL_portBuffers=71
export IMPL_worst_ep_arrival_time_ns=3.69
export IMPL_slew_headroom=0.398
export IMPL_die_w_um=363
export IMPL_crit_fanout=20
export IMPL_warning_count=26
export IMPL_status="complete, no violations"
export IMPL_yosysCellCount=2078
export IMPL_via_per_inst=4.90
export IMPL_postSynthSeqShare=0.785
export IMPL_path_depth=10
export IMPL_chipArea_sq_um=132000
export IMPL_hold_viol=0
export IMPL_lay_top_count="edfxtp_1"
export IMPL_ant_nets=0
export IMPL_crit_chain="clkdlybuf4s50_1, buf_12, or4b_4, buf_12, buf_12, o22ai_1, nor4_1, buf_4, a21boi_1, clkdlybuf4s50_1"
export IMPL_ios=72
export IMPL_finalSetupViolCount=0
export IMPL_fin_cells=4159
export IMPL_drc=0
export IMPL_switching_share=0.206
export IMPL_rows=132
export IMPL_switchingPower_uw=3950
export IMPL_drive_above_1_share=0.172
export IMPL_cts_buffers=103
export IMPL_combinationalPowerShare=0.052
export IMPL_grt_overflow=0
export IMPL_grt_max_degree=50
export IMPL_nFillCells=11700
export IMPL_dr_first_iter_drc_count=1172
export IMPL_pwr_share_seq=0.532
export IMPL_area_growth_pct=20.8
export IMPL_totalWireLength_mm=98.3
export IMPL_dp_cells=3965
export IMPL_crit_path_frequent_cell="buf_12"
export IMPL_crit_required_ns=3.76
export IMPL_wl_per_cell_um=23.6
export IMPL_clk_pin_slew_ns=0.06
export IMPL_power_internal_uw=15200
export IMPL_vias=20400
export IMPL_start_kind="input pin"
-- what timing repair did --
action | CTS | global route
hold buffers | 0 | 0
endpoints found under the setup margin | 20 | 25
pin swaps | 4 | 9
cloned | 0 | 2
gates resized | 8 | 17
buffers inserted | 2 | 0
-- per-layer routing --
layer	wire [um]	track usage	vias up	share of wire
li1	-	-	9057	-
met1	33600	0.175	9847	0.34
met2	44800	0.238	1305	0.46
met3	16300	0.122	179	0.17
met4	3500	0.0423	6	0.036
met5	130	0.00327	-	0.0013
-- logic make-up (layout without fill, tap and decap cells) --
kind of cell | Yosys count | count (layout) | share of synthesized area
DFF | 1024 | 1024 | 0.785
muxes | 512 | 512 | 0.131
AOI/OAI and AO/OA | 288 | 288 | 0.0473
buffers and inverters | 129 | 467 | 0.0174
and+or+nand+nor | 125 | 125 | 0.0195
other | 0 | 1 | 0
-- worst min path at each step --
stage / cells after the start / end / startpoint / slack [ns]
after CTS: 2 / mem[2][25] / din[25] / 1.06
after global routing: 2 / mem[12][28] / din[28] / 1.10
final: 2 / mem[9][28] / din[28] / 1.09
-- synth_stat cells, types with 3 or more instances --
cell type  count  share of area
edfxtp_1    1024           0.78
mux2i_1      512           0.13
o22ai_1      254          0.041
buf_2         87          0.011
nor4_1        64          0.010
a21boi_1      32         0.0061
clkbuf_1      29         0.0028
nor2_1        29         0.0028
buf_6         11         0.0032
nand4bb_1      6         0.0017
nand3b_1       4        0.00077
nand4b_1       4        0.00089
nor3_1         4        0.00051
or4b_1         4         0.0010
or3b_2         3        0.00067
-- through the flow --
stage	hold WS, ns	util	cell area [sq um]	worst slack (ns)	power (uW)
global route	1.10	0.365	47300	0.0117	19700
floorplan	1.04	-	39200	0.0834	10800
detailed placement	1.78	0.338	43800	-0.152	11400
global placement	1.77	0.338	43800	-0.136	11300
finish	1.09	0.365	47300	0.0702	19100
CTS	1.06	0.364	47200	0.00159	19300
-- power by group through the flow --
stage	registers (uW)	clock network, uW	logic, uW
4_1_cts	10200	8080	996
5_1_grt	10200	8470	1070
6_report	10200	7960	996
-- final cells by class --
| type | instances | area (sq um) | share of cell area |
|---|---|---|---|
| sequential | 1024 | 30700 | 0.650 |
| multi-input combinational | 925 | 8120 | 0.172 |
| timing repair buffer | 278 | 2970 | 0.0627 |
| clock buffer | 127 | 2690 | 0.0568 |
| tap | 1742 | 2180 | 0.0461 |
| clock inverter | 62 | 612 | 0.0129 |
| antenna | 1 | 2.50 | 0.0000529 |
Power and IR drop assume default switching activity.
